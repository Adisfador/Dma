==> flow/design.v <==
module DMA_Project(firstempty,D_address,grant,D_IOWrite1,D_IOWrite2,D_memwrite,D_IOAck1,D_IOAck2,DMA_instruction,clock,IOIP1,IOIP2,busybus,next_source,next_destination);  
input [25:0] DMA_instruction ;
wire[1:0] op,type; 
wire [5:0] count;
output reg [7:0]D_address;
input clock,IOIP1,IOIP2,grant; 
wire clk,gnt;
wire[31:0] data; 
output reg D_IOWrite1,D_IOWrite2,D_memwrite,D_IOAck1,D_IOAck2,busybus; 
input [7:0] next_source,next_destination,firstempty;
reg [7:0] source,destination,IPaddress;
reg [5:0]up_count;
assign op = DMA_instruction [25:24];
assign clk = clock;
assign type = DMA_instruction [23:22];
assign count = DMA_instruction [5:0];
always@( posedge clk)
begin
source = next_source;
destination = next_destination;
IPaddress = firstempty;
end
always @ ( posedge clk)   
begin
if (grant==1)
begin
if (op == 2'b01 && type ==2'b01 )  
begin
if (destination <= 223 && destination >= 192)  
begin
D_IOWrite1 = 1;
D_IOWrite2= 1'b0;
D_memwrite = 0;
busybus=1;
D_IOAck1 =0;
D_IOAck2 =0;
D_address = source;
#5
D_address = destination;
#4
D_address = 8'bx; 
end
else if (destination <= 255 && destination >= 224)  
begin
D_IOWrite1 = 1'b0;
D_IOWrite2 = 1;
D_memwrite = 0;
busybus=1;
D_IOAck1 =0;
D_IOAck2 =0;
D_address = source;
#5
D_address = destination;
#4
D_address = 8'bx; 
end
end
else if (op == 2'b00 && type ==2'b01 )  
begin
if (source <= 223 && source >= 192)  
begin
D_IOWrite1 = 0;
D_IOWrite2 = 1'b0;
D_memwrite = 1;       
busybus=1;
D_IOAck1 =0;
D_IOAck2=0;
D_address = source;
#5
D_address = destination;
#4
D_address = 8'bz; 
end
else if (source <= 255 && source >= 224)  
begin
D_IOWrite1 = 1'b0;
D_IOWrite2 = 0;
D_memwrite = 1;
busybus=1;
D_IOAck1 =0;
D_IOAck2 =0;
D_address = source;
#5
D_address = destination;
#4
D_address = 8'bx; 
end
end
else if (( (op == 2'b01 && type == 2'b10)) )  
begin    
D_IOWrite1 = 1'b1;
D_IOWrite2 = 1'b0;
D_memwrite = 0;    
busybus=1;
D_IOAck1 =0;
D_IOAck2 =0;
D_address = source;
#2
D_address = 223;
#2
D_IOWrite1 = 1'b0;
D_memwrite = 1;   
#3
D_address = destination;
#2
D_address = 8'bx; 
end
else 
begin
if ((IOIP1==1) &&(IOIP2==1) )   
begin
D_IOWrite1 = 0;
D_IOWrite2 = 1'b0;
busybus=1;
D_IOAck1 =1;
D_IOAck2 =0;
D_memwrite = 1'b0;
D_address=8'bx;
#5
D_memwrite = 1;
D_address=IPaddress;
#4
D_address = 8'bx; 
end
else if ((IOIP1==1) &&(IOIP2!=1) )   
begin
D_IOWrite1 = 0;
D_IOWrite2 = 1'b0;
busybus=1;
D_IOAck1 =1;
D_IOAck2 =0;
D_memwrite = 1'b0;
D_address=8'bx;
#5
D_memwrite = 1;
D_address=IPaddress;
#4
D_address = 8'bx; 
end
else if ((IOIP1!=1) &&(IOIP2==1) )   
begin
D_IOWrite1 = 1'b0;
D_IOWrite2 = 0;
busybus=1;
D_IOAck1 =0;
D_IOAck2 =1;
D_memwrite = 1'b0;
D_address=8'bx;
#5
D_memwrite = 1;
D_address=IPaddress;
#4
D_address = 8'bx; 
end
else
begin
D_IOWrite1 = 1'b0;
D_IOWrite2 = 1'b0;
D_memwrite = 1'b0;
busybus=0;
D_IOAck1 =0;
D_IOAck2 =0;
D_address=IPaddress;
#5
D_address = 8'bz; 
end
end
end
else
busybus=0; 
end
endmodule
==> flow/run.sh <==
#!/bin/bash
# OpenROAD 26Q1-2900-gdf79404cd8, Yosys 0.63+post, stock flow scripts
make -C /OpenROAD-flow-scripts/flow DESIGN_CONFIG=/design/flow/config.mk WORK_HOME=/design/flow/orfs finish
==> flow/config.mk <==
export PLATFORM = sky130hd
export DESIGN_NAME = DMA_Project
export DESIGN_NICKNAME = DMA_Project
export VERILOG_FILES = /design/flow/design.v
export SDC_FILE = /design/flow/constraint.sdc
export NUM_CORES = 4
export LEC_CHECK = 1
export CORE_AREA = 10 10 88 88
export DIE_AREA = 0 0 98 98
==> flow/constraint.sdc <==
current_design DMA_Project

set clk_period 1.4
set clk_io_pct 0.2

create_clock -name clk0 -period $clk_period [get_ports {clock}]

set non_clock_inputs [all_inputs -no_clocks]
set_input_delay [expr $clk_period * $clk_io_pct] -clock clk0 $non_clock_inputs
set_output_delay [expr $clk_period * $clk_io_pct] -clock clk0 [all_outputs]
==> impl_metrics.ini <==
; physical design summary
[critical_path]
slowest_stage = clkdlybuf4s50_1
crit_type = reg2out
ff2ff_path_depth = 3
worstReg2RegStart = source[7]
rrSetupSlack_ns = 0.37
end_kind = primary output
path_delay_family = buffers and inverters
cp_cell_sequence = clkdlybuf4s50_1
start_kind = flip-flop
path_buffers = 1
cpPeakStageDelay_ns = 0.48
cp_max_fo = 2
reg2reg_to = D_IOAck1
required_ns = 1.12
cp.arrival_ns = 1.03

[finish]
drive_gt1_share_pct = 18.2
synthToLayoutAreaGrowth_pct = 69.3
instances_no_fill = 141
finalCoreUtilization_pct = 13.4
design_area_um2 = 795

[synth]
ys_area_um2 = 469
ys_cells = 40
syn_area_um2 = 469
yosysWarnings = 3
ys_seq_share_pct = 57.6
area_leaders = edfxtp_1 32%, dfxtp_1 26%, buf_4 13%
top_area_cell = edfxtp_1
ys_ff = 11
netlist_instances = 40
avgSynthCellArea_um2 = 11.7
synthDistinctLibCells = 20
top_area_share_pct = 32.0

[job]
warnings = 66
max-cap-violations = 0

[hold_path]
min_from = next_source[7]
hold-path-cell-count = 1
min_path_type = in2reg
holdPathEnd = source[7]

[placement]
io_buffers = 18
dp.cells = 137
dpl.hpwl_um = 1060
gp_congestion = 0.767
postPlaceCellArea_um2 = 747

[sta]
period_used_pct = 93.2
worst_clock_skew_ns = 0.00181
setup_violations = 0
max_freq_ghz = 0.766
layout_min_cycle_time_ns = 1.31
tns_ns = 0
final-hold-violation-count = 0
report.final.slew_viol_count = 0
rsz0062_at_grt = false

[clocking]
cts.sink_count = 11
ctsRootBufferMaster = clkbuf_8
clockBufferDepth = 2
cts_tree = yes
clk_pin_slew_worst_paths_ns = 0.05
cts_hold_buf = 0
htree_levels = 1
numCtsBuffers = 3
clock_latency_ns = 0.23

[pwr]
leakagePower_nw = 0.295
vdd_ir_drop_max_mv = 0.334
finalPower_w = 0.000763
p_per_area_mw_per_mm2 = 961

[status]
outcome = completed

[route]
drc = 0
wl_um = 1200
wl_per_cell_um = 8.49
vias_per_cell = 2.48
via_count = 349
drtAntennaViolNets = 0
initialDrtViolationCount = 16
n_antenna_cell = 0
dr.pass1.iters = 2

[floorplanning]
chip_area_mm2 = 0.00960
rows = 28
die_x_um = 98
fp_util_pct = 7.92
pin_count = 68
die-height_um = 98
coreArea_mm2 = 0.00592

[global_routing]
track_usage_pct = 2.36
grt_pass1_wl_um = 1800
antenna_found_initial = 0
grt_overflow = 0
grt_max_degree = 7
grt_pass1_vias = 369
==> worst max path at each step <==
stage | from | endpoint | slack [ns] | cells past startpoint
after CTS | DMA_instruction[24] | D_IOWrite1 | 0.001 | 4
after global routing | D_IOAck2 | D_IOAck2 | 0.03 | 1
final | busybus | busybus | 0.09 | 1
==> stage by stage <==
| stage | hold WS, ns | worst slack (ns) |
|---|---|---|
| 2_1_floorplan | 0.308 | 0.225 |
| 3_3_place_gp | 0.541 | -0.242 |
| 3_5_place_dp | 0.540 | -0.245 |
| 4_1_cts | 0.483 | 0.00146 |
| 5_1_grt | 0.495 | 0.0342 |
| 6_report | 0.492 | 0.0949 |
==> final cells by class <==
cell class              count  area, um2
well taps                  75       93.8
flip-flops and latches     11        270
inverters                   1       3.75
repair buffers             23        220
multi-input cells          27        161
clock buffers               4       45.0
fillers                   651       5130
==> sequential cells by signal (all words and copies together) (netlist names) <==
signal	count
D_IOAck2	1
D_memwrite	1
source	2
D_IOWrite2	1
D_IOAck1	1
busybus	1
D_IOWrite1	1
destination	3
==> kinds of logic after synthesis <==
| logic type | count (synthesis) | synth area share [%] |
|---|---|---|
| buffers and inverters | 9 | 13.6 |
| AND-OR/OR-AND | 5 | 8.27 |
| flip-flops | 11 | 57.6 |
| other | 1 | 0.799 |
| AND/OR/NAND/NOR | 14 | 19.7 |
==> timing repair <==
item	CTS	global route
gates resized	0	1
endpoints found under the setup margin	0	5
buffers inserted	0	0
==> cell usage in the layout, fill, tap and decap left out, drive strengths merged <==
master / Yosys / final
nor3: 1 / 1
nor2b: 1 / 1
clkbuf: 0 / 4
dfxtp: 6 / 6
nand4b: 1 / 1
nand3b: 2 / 2
a21oi: 1 / 1
o22ai: 1 / 1
edfxtp: 5 / 5
inv: 1 / 1
clkdlybuf4s50: 0 / 17
o311a: 1 / 1
nor2: 3 / 3
dlymetal6s2s: 0 / 1
nand2b: 1 / 1
nand3: 1 / 1
a31oi: 1 / 1
nor3b: 2 / 2
o21a: 1 / 1
nand2: 2 / 2
buf: 8 / 5
conb: 1 / 8
==> cell usage after synthesis <==
master    n
buf_4     8
dfxtp_1   6
edfxtp_1  5
nor2_1    3
nand2_1   2
nand3b_1  2
a21oi_2   1
a31oi_1   1
conb_1    1
inv_1     1
nand2b_2  1
nand3_1   1
nand4b_1  1
nor2b_1   1
nor3_2    1
nor3b_1   1
nor3b_2   1
o21a_1    1
o22ai_1   1
o311a_1   1
==> power by group <==
| part | internal [W] | total [W] | switching, W |
|---|---|---|---|
| Combinational | 0.0000667 | 0.0000968 | 0.0000301 |
| Clock | 0.000199 | 0.000304 | 0.000106 |
| Sequential | 0.000356 | 0.000362 | 0.00000585 |
| Total | 0.000622 | 0.000763 | 0.000142 |
==> routing by layer <==
layer  vias to the layer above  global-route usage, %  share of wire (%)
met3                         2                   2.13                 14
li1                        177                      -                  -
met1                       151                   2.38                 40
met5                         -                      0                  0
met2                        19                   3.76                 45
met4                         0                  0.112               0.50
Power is estimated from default activity; no workload was simulated.
